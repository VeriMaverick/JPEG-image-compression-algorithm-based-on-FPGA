==> flow/design.v <==
module RGB_to_Y( 
Clock,
Reset_n,
In_Data,
En_In,
En_Out,
Out_Y
);
input Clock;
input Reset_n;
input En_In;
input [15:0] In_Data;
output En_Out;
output signed [7:0] Out_Y;
wire [4:0] R = In_Data[15:11];
wire [5:0] G = In_Data[10:5];
wire [4:0] B = In_Data[4:0];
reg En_Out;
reg En;
reg [16:0] R_Reg;
reg [17:0] G_Reg;
reg [14:0] B_Reg;
reg [17:0] Sum;
always @(posedge Clock or negedge Reset_n)
begin
    if (!Reset_n)
        begin
            R_Reg <= 17'b0;
            G_Reg <= 18'b0;
            B_Reg <= 15'b0;
            En <= 1'b0;
        end  
    else if(En_In)
        begin
            R_Reg <= (R<<11) + (R<<8) + (R<<7) + (R<<6)+ (R<<4) + (R<<2)+ (R<<1) + R;   
            G_Reg <= (G<<11) + (G<<8) + (G<<7) + G;                                     
            B_Reg <= (B<<9) + (B<<8) + (B<<7) + (B<<6);                                 
            En <= 1'b1;
        end  
    else
        begin
            R_Reg <= R_Reg;
            G_Reg <= G_Reg;
            B_Reg <= B_Reg;
            En <= 1'b0;
        end
end
always @(posedge Clock or negedge Reset_n)
begin
    if (!Reset_n)
        begin
            Sum <= 18'b0;
            En_Out <= 1'b0;
        end
    else if(En)
        begin
            Sum <= R_Reg + G_Reg + B_Reg;
			   En_Out <= 1'b1;
        end
    else if(!En)
            En_Out <= 1'b0;
    else
            En_Out <= En_Out;
end
assign Out_Y = (En_Out) ? ( {~Sum[17] , Sum[16:10]} ) : 8'b0;
endmodule 
==> flow/run.sh <==
#!/bin/bash
# OpenROAD 26Q1-2900-gdf79404cd8, Yosys 0.63+post, stock flow scripts
make -C /OpenROAD-flow-scripts/flow DESIGN_CONFIG=/design/flow/config.mk WORK_HOME=/design/flow/orfs finish
==> flow/config.mk <==
export PLATFORM = sky130hd
export DESIGN_NAME = RGB_to_Y
export DESIGN_NICKNAME = RGB_to_Y
export VERILOG_FILES = /design/flow/design.v
export SDC_FILE = /design/flow/constraint.sdc
export NUM_CORES = 4
export LEC_CHECK = 1
export CORE_UTILIZATION = 30
==> flow/constraint.sdc <==
current_design RGB_to_Y

set clk_period 3.0
set clk_io_pct 0.2

create_clock -name clk0 -period $clk_period [get_ports {Clock}]

set non_clock_inputs [all_inputs -no_clocks]
set_input_delay [expr $clk_period * $clk_io_pct] -clock clk0 $non_clock_inputs
set_output_delay [expr $clk_period * $clk_io_pct] -clock clk0 [all_outputs]
==> CHANGELOG.md <==
### Changed

* WP data required at between 3 and 4 ns
* Max IR drop VDD at around 0.00043 V
* Row count at 44
* DR pass1 iterations at 4
* RR Startpoint: R_Reg[9]
* Registers, synthesis at 52
* Via count of the first global-routing pass at about 3400
* Tool Warnings at 31
* DP Wirelength at 7430 µm
* Num CTS Buffers at 5
* Pwr/cell area at 761 nW/µm²
* Ys cells at approximately 430
* Clock skew at a little under 0.005 ns
* PnR Total Power at between 4 and 5 mW
* R2r setup slk at 0.35 ns
* Design area at approximately 5900 µm²
* CTS tree: yes
* CP max FO at 3
* Xor/xnor share at around 3.7%
* WL per Instance at 12.6 µm
* Commonest Layout Cell: buf_4
* R2R cell count at 8
* Crit path from: In_Data[12]
* Max-Cap Viols at 0
* Syn avg cell area at ~10 µm²
* Vias/cell at about 4.8
* Routed via count at approximately 3400
* Logic family by area: adder cells
* Largest net degree at the start of global routing at 48
* Worst-Margin Slew at around 0.76 ns
* Clock network power share at about 13%
* Final core occ at between 40% and 50%
* Psw at roughly 1.8 mW
* Initial Util at a little under a third
* Core area at 14600 µm²
* Gate power share at between 60% and 70%
* Crit path time final at roughly 3.1 ns
* Final setup TNS at -0.277 ns
* Number of library cell types mapped by synthesis at 52
* Status: finished, violations left
* Crit share post-route at 103%
* Count of library flops with an enable pin at 0
* Total I/O pin count at 28
* Final WS setup at -0.0992 ns
* P_leak at roughly 2.7 nW
* Yosys aoi share at between 10% and 20%
* Pins over their slew limit at 0
* Post-synth ARST share at 100%
* Non-Filler Instances at ~710
* Hold Buf Count CTS at 0
* IO Port Bufs at 27
* Antenna diodes at 0
* Synth mux share at around 8%
* Setup violations, final at 4
* Sequential share of power at 24.4%
* Worst EP arrival at around 3.3 ns
* Synth Cell Area at 4510 µm²
* Synthesis area per yosys at roughly 4500 µm²
* CP startpoint kind: primary input
* Routability cong. at about 0.85
* Rel. slew slack at between 40% and 50%
* Die height at about 120 µm
* Die W at 125 µm
* Total die area at 15500 µm²
* Failing checks: setup timing
* Seq share, synth at approximately 29%
* Final ANT Viol Nets at 0
* First-pass GRT wire length at between 15000 and 20000 µm
* Pint at roughly 2.7 mW
* Total grt overflow at 0
* Placed instance area at 5530 µm²
* Drt drc at 0
* Layout cells sized above 1 at between 20 and 30%
* Clk sink count at roughly 52
* Top cells excl fill/tap: buf_4 (75), ha_1 (58), dfrtp_1 (52)
* Clk buf depth at 2
* H-tree depth at 2
* CTS clock-pin slew for the worst setup and hold paths at about 0.07 ns
* Crit. End Element: flip-flop
* Initial antenna violation count at 0
* RSZ-0062 raised after global routing: true
* Root Buffer: clkbuf_16
* Commonest flop: dfrtp_1
* Late-Pin Clk Latency at approximately 0.29 ns
* GRT Util Overall at between 10% and 20%
* Critical path endpoint: R_Reg[16]
* Layout Area Growth over Synthesis at 30.2%
* Post-Synth Adder-Cell Area at between 30% and 40%
* Hold Path Class: primary input to async pin
* Violation tally from detailed-route iteration zero at 153
* Synth warn at 1
* Syn Inst Count at about 430
* Drt total wl at between 9000 and 10000 µm
* Endpoints failing hold at 0
* Achievable frequency at 323 MHz
* Critical path class: primary input to flip-flop
* Reg-to-Reg End: Sum[16]
* Post-Place Cells at roughly 700
* Switching Share at around 40%
* Area fraction in and, or, nand and nor cells at under 10%
## worst min-delay path by stage
stage / slack, ns / to / from
6_report: 0.38 / B_Reg[12] / Reset_n
5_1_grt: 0.44 / G_Reg[11] / Reset_n
4_1_cts: 0.41 / B_Reg[8] / Reset_n
## power by group through the flow
stage | clock network [mW] | registers (mW) | logic, mW
after CTS | 0.598 | 1.10 | 2.76
after global routing | 0.635 | 1.12 | 3.19
final | 0.578 | 1.09 | 2.80
## per-layer routing
| layer | vias up | part of all wire (%) | GRT usage [%] |
|---|---|---|---|
| li1 | 1726 | - | - |
| met1 | 1634 | 50 | 19.5 |
| met2 | 38 | 47 | 20.3 |
| met3 | 7 | 2.1 | 1.40 |
| met4 | 0 | 1.0 | 1.20 |
| met5 | - | 0 | 0 |
## state kept, by name, summed over array words and instances, names as in the netlist
register,flops
B_Reg,9
En,1
En_Out,1
G_Reg,16
R_Reg,17
Sum,8
## area by class of cell
| type | count | area [µm²] |
|---|---|---|
| clock buffer | 5 | 125 |
| clock inverter | 3 | 27.5 |
| fill | 1350 | 8720 |
| inverter | 46 | 181 |
| multi-input combinational | 321 | 3180 |
| sequential | 52 | 1300 |
| tap | 184 | 230 |
| timing repair buffer | 102 | 832 |
## logic make-up after synthesis
logic type                 Yosys count
and+or+nand+nor                     76
buffers and inverters               57
xor gates and xnor gates            19
AOI/OAI and AO/OA                   99
muxes                               31
DFF                                 52
adders and majority gates           96
## metrics by stage
stage | hold slack [ns] | worst slack (ns)
floorplan | 0.304 | -0.213
global placement | 0.473 | -0.875
detailed placement | 0.473 | -0.916
CTS | 0.409 | -0.186
global route | 0.438 | -0.250
finish | 0.378 | -0.0992
## Yosys cell counts, drive strengths merged (2+ instances only)
cell,instances,area share (%)
ha,67,19
dfrtp,52,29
inv,45,3.7
mux2,30,7.6
fa,29,13
o21ai,24,2.7
a21oi,20,2.2
nand2,16,1.3
nor2,16,1.3
xnor2,15,2.9
a21o,14,2.3
clkbuf,9,0.78
and2,8,1.1
nand3,7,0.78
o21a,7,1.2
nor3,6,0.67
a211oi,5,0.94
and3,5,0.69
nand4,5,0.69
nor2b,5,0.69
o211ai,5,0.83
xor2,4,0.78
a311oi,3,0.72
a31oi,3,0.42
o21bai,3,0.50
a221oi,2,0.39
buf,2,0.19
nand3b,2,0.33
nor4,2,0.28
o31a,2,0.39
o31ai,2,0.33
## repair_timing
action                                  CTS  global route
setup buffers                             4             3
endpoints found under the setup margin   16            10
resized                                  45            24
endpoints found under the hold margin     0             0
pin swaps                                28            26
## worst max-delay path, cell delays in order
cell and delay [ns]:
buf_8 0.10, buf_6 0.11, fa_1 0.55, inv_1 0.05, fa_1 0.49, inv_2 0.05
ha_4 0.21, o21a_1 0.18, o21a_1 0.18, o21a_1 0.18, o2111ai_2 0.24, a2111oi_2 0.11
a211o_1 0.24
Power figures rest on the tool's default switching activity, not on a simulated workload.
